==> design.v <==
module message_rom (
    input clk,
    input [3:0] addr,
    output [7:0] data
);
wire [7:0] rom_data [13:0];
assign rom_data[0] = "H";
assign rom_data[1] = "e";
assign rom_data[2] = "l";
assign rom_data[3] = "l";
assign rom_data[4] = "o";
assign rom_data[5] = " ";
assign rom_data[6] = "W";
assign rom_data[7] = "o";
assign rom_data[8] = "r";
assign rom_data[9] = "l";
assign rom_data[10] = "d";
assign rom_data[11] = "!";
assign rom_data[12] = "\n";
assign rom_data[13] = "\r";
reg [7:0] data_d, data_q;
assign data = data_q;
always @(*) begin
    if (addr > 4'd13)
        data_d = " ";
    else
        data_d = rom_data[addr];
end
always @(posedge clk) begin
    data_q <= data_d;
end
endmodule
==> run.sh <==
#!/bin/bash
# OpenROAD 26Q1-2900-gdf79404cd8, Yosys 0.63+post, stock flow scripts
make -C /OpenROAD-flow-scripts/flow DESIGN_CONFIG=/design/flow/config.mk WORK_HOME=/design/flow/orfs finish
==> config.mk <==
export PLATFORM = sky130hd
export DESIGN_NAME = message_rom
export DESIGN_NICKNAME = message_rom
export VERILOG_FILES = /design/flow/design.v
export SDC_FILE = /design/flow/constraint.sdc
export NUM_CORES = 4
export LEC_CHECK = 1
export CORE_AREA = 10 10 70 70
export DIE_AREA = 0 0 80 80
==> constraint.sdc <==
current_design message_rom

set clk_period 1.0
set clk_io_pct 0.2

create_clock -name clk0 -period $clk_period [get_ports {clk}]

set non_clock_inputs [all_inputs -no_clocks]
set_input_delay [expr $clk_period * $clk_io_pct] -clock clk0 $non_clock_inputs
set_output_delay [expr $clk_period * $clk_io_pct] -clock clk0 [all_outputs]
==> results.cfg <==
; implementation run metrics
[critical_path]
cp-start-kind = flop
worstPathArrival_ps = 760
path_buffers = 1
crit_family = flip-flops
worst_path_largest_cell_delay_ps = 290
endpoint_kind = output port
cp_data_required_time_ps = 800
path_cells = dlygate4sd2_1
crit_path_max_fanout = 1
path_class = flop to output port
slowest_stage = dfxtp_1

[floorplanning]
chipArea_mm2 = 0.00640
boundaryPins = 13
core_area_mm2 = 0.00342
die_h_um = 80
num_rows = 21
fp.dieW_um = 80
initial_core_util_pct = 10.0

[run]
drv_cap = 0
tool_warnings = 25

[power]
leakagePower_nw = 0.247
pwr-share-comb_pct = 19.8
ir_drop_mv = 0.190
p_switching_mw = 0.143
p_per_area_mw_per_mm2 = 1260
p_seq_share_pct = 45.5
power_mw = 0.681
swShare_pct = 21.0
intPower_mw = 0.538
p_clk_share_pct = 34.6

[cts]
clkSinkCount = 7
hold_buffers = 0
cts_tree = yes
cts_buffer_depth = 2
numCtsBuffers = 3
cts_max_level = 1
cts_setup_buffers = 0
clkTransAtPathRegs_ps = 40
cts-root-buf = clkbuf_4

[place]
place_hpwl_um = 613
pre_cts_ws_ps = -361
placed_cells = 93
portBuffers = 11
gp_congestion = 0.692

[synth]
yosysChipArea_um2 = 342
ys_seq_share_pct = 41.0
avgSynthCellArea_um2 = 9.76
ys_cells = 35
ys_ff = 7
ys_types = 21
synthCells = 35
netlist_area_um2 = 342
synth_warnings = 1

[grt]
overflow = 0
antenna_found_initial = 0
grt_pass1_wl_um = 1170
grt_pass1_vias = 276
grt_max_degree = 12
grtUsageTotal_pct = 2.19

[run_status]
status = completed

[drt]
vias = 278
totalWireLength_um = 779
antennaDiodeCount = 0
postRouteAntennaNets = 0
wl_per_cell_um = 7.95
first_iter_violations = 6
drt_drc_violations_left = 0
first_pass_iters = 4
vias_per_cell = 2.84

[timing]
finalHoldViolCount = 0
setup_ws_ps = 44.4
rsz0062_at_grt = no
fin_crit_ps = 956
slew_viol_final = 0
fin_crit_sh_pct = 95.6
fin_setup_tns_ps = 0
setup_viol = 0
clock.fmax_mhz = 1050

[min_path]
hold_path.class = input pin to flop

[layout]
fillers = 391
largest_register_ff_count = 7
largest-register = data_q
syn2layout_area_growth_pct = 58.2
instances_no_fill = 98
reg_top3 = data_q (7)
drive_above_1_share_pct = 25.0
==> final cells by class <==
type	instances	area (µm²)	area share [%]
Clock buffer	4	26.3	4.86
Tap cell	46	57.6	10.6
Inverter	1	3.75	0.694
Multi-Input combinational cell	23	156	28.9
Timing Repair Buffer	17	155	28.7
Sequential cell	7	141	26.2
==> cells in the final DEF (no fill, tap or decap) <==
cell type / instances
mux2i_1: 1
a21boi_1: 1
nor3_1: 1
xor2_1: 1
dlymetal6s2s_1: 2
buf_4: 3
o22ai_1: 2
dlygate4sd2_1: 8
nor2b_1: 1
o211a_1: 1
clkbuf_1: 1
buf_6: 2
a21oi_1: 2
clkbuf_4: 3
clkdlybuf4s15_1: 1
xnor2_2: 1
o32a_1: 1
o221a_2: 1
o21ai_0: 2
dfxtp_1: 6
nand2b_2: 1
nand3b_1: 1
dfxtp_2: 1
inv_1: 1
conb_1: 1
buf_2: 1
nor2_1: 1
nand2_1: 4
==> stage by stage <==
| stage | cell area (µm²) | util, % | hold slack, ps |
|---|---|---|---|
| global route | 541 | 15.8 | 371 |
| global placement | 505 | 14.8 | 876 |
| finish | 541 | 15.8 | 384 |
| detailed placement | 505 | 14.8 | 874 |
| CTS | 528 | 15.5 | 406 |
| floorplan | 342 | - | 269 |
==> routing by layer <==
layer	global-route usage (%)	routed length (µm)
met1	2.69	343
met3	1.25	112
met4	0.880	0
met2	3.05	323
met5	0	0
==> cells by family (layout without fill, tap and decap cells) <==
group | Yosys count | count (layout) | synth area share [%]
simple gates | 9 | 9 | 13.6
flops | 7 | 7 | 41.0
xor+xnor | 2 | 2 | 7.33
compound gates | 10 | 10 | 20.9
other cells | 1 | 1 | 1.10
buf+inv | 5 | 22 | 13.2
mux | 1 | 1 | 2.93
==> worst paths after layout <==
kind	startpoint	to	slack, ps	depth (start not counted)
max	data_q[6]	data[6]	40	1
min	addr[0]	data_q[5]	380	2
==> what timing repair did <==
item / 4_1_cts / 5_1_grt
endpoints found under the setup margin: 12 / 6
pin swaps: 0 / 0
gates cloned: 0 / 1
resized: 11 / 5
==> synth_stat cells <==
library cell,number,area [µm²]
buf_4,1,7.51
nor3_1,1,5.00
o211a_1,1,10.0
o32a_1,1,10.0
a21oi_1,2,10.0
nand2_1,4,15.0
dfxtp_1,7,140
xor2_1,1,8.76
conb_1,1,3.75
nor2b_1,1,6.26
xnor2_2,1,16.3
a21boi_0,1,7.51
nand2b_2,1,8.76
inv_1,1,3.75
o221a_2,1,11.3
nand3b_1,1,7.51
nor2_1,1,3.75
o21ai_0,2,10.0
o22ai_1,2,12.5
buf_6,3,33.8
mux2i_1,1,10.0
==> power groups by stage <==
stage	clock (mW)	combinational, mW	sequential (mW)
4_1_cts	0.252	0.134	0.309
5_1_grt	0.268	0.151	0.313
6_report	0.236	0.135	0.310
Power and IR drop assume default switching activity.
