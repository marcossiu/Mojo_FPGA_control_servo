--- design/flow/config.mk ---
export PLATFORM = sky130hd
export DESIGN_NAME = input_capture
export DESIGN_NICKNAME = input_capture
export VERILOG_FILES = /design/flow/design.v
export SDC_FILE = /design/flow/constraint.sdc
export NUM_CORES = 4
export LEC_CHECK = 1
export CORE_AREA = 10 10 92 92
export DIE_AREA = 0 0 102 102
--- design/flow/constraint.sdc ---
current_design input_capture

set clk_period 3.3
set clk_io_pct 0.2

create_clock -name clk0 -period $clk_period [get_ports {clk}]

set non_clock_inputs [all_inputs -no_clocks]
set_input_delay [expr $clk_period * $clk_io_pct] -clock clk0 $non_clock_inputs
set_output_delay [expr $clk_period * $clk_io_pct] -clock clk0 [all_outputs]
--- design/flow/design.v ---
module pwm #(parameter CTR_LEN = 8) (
    input clk,
    input rst,
    input [CTR_LEN - 4 : CTR_LEN - 10] compare,
    output pwm
);
reg pwm_d, pwm_q;
reg [CTR_LEN - 1: 0] ctr_d, ctr_q;
assign pwm = pwm_q;
always @(*) begin
    ctr_d = ctr_q + 1'b1;
    if (compare + 10'd890 < ctr_q[CTR_LEN - 1 : CTR_LEN - 10])
        pwm_d = 1'b1;
    else
        pwm_d = 1'b0;
end
always @(posedge clk) begin
    if (rst) begin
        ctr_q <= 1'b0;
    end else begin
        ctr_q <= ctr_d;
    end
    pwm_q <= pwm_d;
end
endmodule
module input_capture(
    input clk,
    input rst,
    output [3:0] channel,
    input new_sample,
    input [9:0] sample,
    input [3:0] sample_channel,
    output [7:0] led
);
assign channel = 4'd0;  
reg [6:0] sample_d, sample_q;
wire pwm;
pwm #(.CTR_LEN(20)) led_pwm (  
    .clk(clk),
    .rst(rst),
    .compare(sample_q),
    .pwm(pwm)
);
assign led = {8{pwm}};  
always @(*) begin
    sample_d = sample_q;
    if (new_sample && sample_channel == 4'd0)  
        sample_d = ~sample[9:3];
end
always @(posedge clk) begin
    if (rst) begin
        sample_q <= 10'd0;
    end else begin
        sample_q <= sample_d;
    end
end
endmodule
--- design/flow/run.sh ---
#!/bin/bash
# OpenROAD 26Q1-2900-gdf79404cd8, Yosys 0.63+post, stock flow scripts
make -C /OpenROAD-flow-scripts/flow DESIGN_CONFIG=/design/flow/config.mk WORK_HOME=/design/flow/orfs finish
==> results.py <==
# Metrics from the implementation run
metrics = {
    "outcome": {
        "status": "complete, no violations",
    },
    "critical_path": {
        "crit_chain": "clkdlybuf4s50_1 -> nor4_1 -> and2_0 -> nor2_1 -> a211oi_1",
        "start_kind": "input pin",
        "worst_setup_path_end_kind": "flop",
        "slowest_delay_ns": 0.57,
        "cp-startpoint": "sample_channel[1]",
        "reg2regPathDepth": 4,
        "critPathSlowestCell": "and2_0",
        "r2r_start": "led_pwm.ctr_q[4]",
        "cp.required_ns": 3.49,
        "critPathKind": "in -> reg",
        "cp.arrival_ns": 2.18,
        "cpLargestDelayFamily": "simple AND/OR/NAND/NOR gates",
        "critPathBufInv": 1,
        "reg2reg_to": "led_pwm.ctr_q[19]",
        "ff2ff_setup_slack_ns": 1.37,
        "path_max_fanout": 14,
    },
    "power": {
        "powerDensity_nw_per_um2": 347.4,
        "clkPwrFrac_pct": 35.2,
        "seq_power_share_pct": 57.8,
        "p_comb_share_pct": 7.0,
        "internal_power_mw": 0.4739,
        "p_sw_share_pct": 21.17,
        "p_leak_nw": 0.5659,
        "irDropWorstVdd_mv": 0.1604,
        "p_switching_mw": 0.1273,
    },
    "final_timing": {
        "drv_slew": 0,
        "worst_pin_slew_ns": 0.6341,
        "setup_viol": 0,
        "skew_ns": 0.008795,
        "rsz0062_at_grt": "false",
        "slew_headroom_pct": 57.70,
        "setup_tns_ns": 0,
        "max_freq_ghz": 0.5033,
        "setup_ws_ns": 1.313,
        "hold_viol": 0,
        "period_used_pct": 60.21,
        "whs_ns": 0.4845,
        "min_period_ns": 1.987,
    },
    "routing": {
        "post-route-drc-count": 0,
        "vias": 1120,
        "viasPerCell": 4.341,
        "routed_wirelength_um": 2710,
        "wire_per_inst_um": 10.50,
        "insertedDiodeCount": 0,
        "first_iter_violations": 68,
        "drtAntennaViolNets": 0,
        "drtPass1Iterations": 4,
    },
    "layout": {
        "fillers": 691,
        "syn2layout_area_growth_pct": 18.31,
        "drive_gt1_share_pct": 5.525,
    },
    "logic_synthesis": {
        "avgSynthCellArea_um2": 8.655,
        "mux_area_share_pct": 1.540,
        "yosys_cells": 169,
        "ys_area_um2": 1463,
        "syn_area_um2": 1463,
        "yosys_warnings": 2,
        "ys_seq_share_pct": 38.32,
        "synthAdderAreaFrac_pct": 7.699,
        "synth_cell_types": 33,
        "numSynthFlops": 28,
        "yosys.area_share.simple_pct": 22.84,
        "logic_family": "simple AND/OR/NAND/NOR gates",
        "synthAoiAreaFrac_pct": 9.495,
        "synthCells": 169,
        "synth_xor_xnor_area_share_pct": 9.581,
    },
    "clock_tree": {
        "postCtsHoldBufs": 0,
        "cts_tree": "built",
        "cts_buffers": 3,
        "clock-sinks": 28,
        "cts-htree-levels": 1,
        "cts_root_buf": "clkbuf_8",
        "path_clk_slew_ns": 0.10,
        "postCtsSetupBuffers": 0,
        "cts_resized": 0,
        "clock.latency.late_pin_ns": 0.27,
        "clock_path_buffers": 2,
    },
    "worst_hold_path": {
        "hold_end": "led_pwm.ctr_q[19]",
        "hp-class": "reg -> reg",
        "whs_path_depth": 2,
        "min_from": "led_pwm.ctr_q[19]",
    },
    "floorplan": {
        "floorplan.rows": 29,
        "io_pins": 29,
        "die_h_um": 102,
        "fp_util_pct": 22.65,
        "chipArea_um2": 10400,
        "chipWidth_um": 102,
        "coreArea_um2": 6459,
    },
    "placed_design": {
        "hpwl_um": 2029,
        "gp_congestion": 0.7388,
        "pre_cts_slack_ns": 1.012,
        "portBuffers": 21,
    },
    "grt": {
        "overflow": 0,
        "grt_pass1_vias": 1037,
        "antenna_found_initial": 0,
        "grt_max_degree": 21,
        "groute.usage.overall_pct": 4.890,
        "grt_first_pass_wirelength_um": 4409,
    },
    "job": {
        "drv_cap": 0,
        "warnings": 28,
    },
}
==> routing by layer <==
metal / vias up / routed length, um / global-route usage, %
met5: - / 0 / 0
met4: 0 / 54 / 1.302
li1: 596 / - / -
met1: 508 / 1274 / 6.480
met3: 2 / 139 / 1.022
met2: 14 / 1242 / 7.951
==> through the flow <==
stage	instance area, um2	std cells	util, %	power (mW)
detailed placement	1675	254	25.94	0.3975
CTS	1730	258	26.79	0.6095
finish	1730	258	26.79	0.6011
global placement	1675	254	25.94	0.3970
global route	1730	258	26.79	0.6254
floorplan	1474	172	-	0.3799
==> synth_stat cells, drive strengths merged <==
master	count	area share (%)
inv	10	2.6
ha	9	7.7
xnor2	9	5.4
a211oi	7	3.6
nand2b	1	0.43
conb	1	0.26
nand3	4	1.4
buf	12	6.2
a211o	1	0.60
nor4	5	2.1
a31oi	1	0.43
nand4	6	3.6
nor3	6	2.1
and4	1	0.60
xor2	7	4.2
or3	5	2.6
nor3b	1	0.51
o21ai	3	1.0
and2	1	0.43
or4	1	0.51
o221ai	1	0.60
o31ai	1	0.51
nand2	7	1.8
nor2b	1	0.43
nor2	25	6.4
a21oi	8	2.7
dfxtp	28	38
clkbuf	5	1.5
mux2	2	1.5
==> tightest hold or removal path, delay by kind of cell (launching register included) <==
family / cells / cell delay [ns]
AND-OR/OR-AND: 2 / 0.11
flip-flops: 1 / 0.33
==> placed cells by master (no fill, tap or decap), drive strengths merged, types with 2 or more instances in the layout <==
cell	count
xor2	7
nand3	4
nand4	6
nor3	6
o21ai	3
clkbuf	4
or3	5
nand2	7
mux2	2
dfxtp	28
ha	9
inv	10
clkdlybuf4s50	21
a21oi	8
a211oi	7
nor4	5
xnor2	9
conb	4
nor2	25
==> cell type report <==
| type | instances | area [um2] | area share [%] |
|---|---|---|---|
| multi-input cells | 117 | 763.2 | 44.11 |
| flip-flops and latches | 28 | 560.5 | 32.39 |
| repair buffers | 22 | 217.7 | 12.58 |
| well taps | 77 | 96.34 | 5.568 |
| clock buffers | 4 | 55.05 | 3.181 |
| inverters | 10 | 37.54 | 2.169 |
==> sequential cells by signal, indices dropped and copies added (netlist names) <==
| signal | cells |
|---|---|
| led_pwm.pwm_q | 1 |
| led_pwm.ctr_q | 20 |
| sample_q | 7 |
==> power groups by stage <==
stage / logic (mW) / clock network (mW) / registers [mW]
global route: 0.0473 / 0.229 / 0.349
CTS: 0.0426 / 0.219 / 0.348
finish: 0.0420 / 0.211 / 0.348
==> worst max path at each step <==
stage	end	slack (ns)	depth (start not counted)
after CTS	sample_q[2]	1.28	5
after global routing	sample_q[3]	1.15	5
final	sample_q[4]	1.31	5
==> kinds of logic (layout without fill, tap and decap cells) <==
group / after synthesis / after routing
AND-OR/OR-AND: 22 / 22
flip-flops: 28 / 28
adder cells (fa/ha/maj): 9 / 9
XOR/XNOR: 16 / 16
buffers and inverters: 27 / 36
AND/OR/NAND/NOR: 64 / 64
multiplexers: 2 / 2
other: 1 / 4
No activity file was given, so power comes from the tool's default toggle rates.
